$ cat design/flow/design.v
`timescale 1ns / 1ps
module WBNEW(
    input Reset,                
    input Clk,                  
    input wire regwriteIn,       
    input wire [31:0] writeDataIn,  
    input wire [4:0] registerIn,
    input wire [31:0] PCNEWIn,
    output reg regwriteOut,     
    output reg [31:0] writeDataOut,  
    output reg [4:0] registerOut,
    output reg [31:0] PCNEWOut
);
    always @(negedge Clk or posedge Reset) begin
        if (Reset) begin
            regwriteOut <= 0;
            writeDataOut <= 0;
            registerOut<= 0;
            PCNEWOut<= 0;
        end else begin
            regwriteOut <= regwriteIn;
            writeDataOut <= writeDataIn;
            registerOut <= registerIn;
            PCNEWOut<=PCNEWIn;
        end
    end
endmodule
$ cat design/flow/run.sh
#!/bin/bash
# OpenROAD 26Q1-2900-gdf79404cd8, Yosys 0.63+post, stock flow scripts
make -C /OpenROAD-flow-scripts/flow DESIGN_CONFIG=/design/flow/config.mk WORK_HOME=/design/flow/orfs finish
$ cat design/flow/config.mk
export PLATFORM = sky130hd
export DESIGN_NAME = WBNEW
export DESIGN_NICKNAME = WBNEW
export VERILOG_FILES = /design/flow/design.v
export SDC_FILE = /design/flow/constraint.sdc
export NUM_CORES = 4
export LEC_CHECK = 1
export CORE_UTILIZATION = 50
$ cat design/flow/constraint.sdc
current_design WBNEW

set clk_period 1.0
set clk_io_pct 0.2

create_clock -name clk0 -period $clk_period [get_ports {Clk}]

set non_clock_inputs [all_inputs -no_clocks]
set_input_delay [expr $clk_period * $clk_io_pct] -clock clk0 $non_clock_inputs
set_output_delay [expr $clk_period * $clk_io_pct] -clock clk0 [all_outputs]
==> report_table.html <==
<h3>Run summary</h3>
<table>
<tr><th>Metric</th><th>Value</th></tr>
<tr><th colspan="2">Yosys</th></tr>
<tr><td>Register share after synthesis</td><td>0.998</td></tr>
<tr><td>Ys cells</td><td>71</td></tr>
<tr><td>Yosys chip area</td><td>1760 µm²</td></tr>
<tr><td>Main area contributors</td><td>sky130_fd_sc_hd__dfrtn_1, sky130_fd_sc_hd__inv_1</td></tr>
<tr><td>Synth top area share</td><td>0.998</td></tr>
<tr><td>Yosys Warn Count</td><td>1</td></tr>
<tr><td>Number of unique standard cell types used by synthesis</td><td>2</td></tr>
<tr><td>Synthesized area per cell</td><td>24.7 µm²</td></tr>
<tr><td>Netlist Area Pre-Place</td><td>1760 µm²</td></tr>
<tr><td>Post-synthesis cell count</td><td>71</td></tr>
<tr><td>Flops after synth</td><td>70</td></tr>
<tr><td>Area leader, netlist</td><td>sky130_fd_sc_hd__dfrtn_1</td></tr>
<tr><th colspan="2">Status</th></tr>
<tr><td>Error that stopped the run</td><td>[ERROR DPL-0036] Detailed placement failed.</td></tr>
<tr><td>Stage reached</td><td>detailed placement</td></tr>
<tr><td>Run status</td><td>did not finish</td></tr>
<tr><th colspan="2">Placement</th></tr>
<tr><td>Count of port buffers added during placement</td><td>141</td></tr>
<tr><td>RD Place Congestion</td><td>0.727</td></tr>
<tr><th colspan="2">Die</th></tr>
<tr><td>Floorplan-stage core utilization</td><td>0.526</td></tr>
<tr><td>Width of the chip</td><td>61.3 µm</td></tr>
<tr><td>Height of the die</td><td>61.3 µm</td></tr>
<tr><td>I/O pin count</td><td>142</td></tr>
<tr><td>Rows</td><td>21</td></tr>
</table>
==> cells in the mapped netlist (all sizes together) <==
master,instances
dfrtn,70
inv,1
==> cells by family after synthesis <==
kind of cell,count (synthesis),share of synthesized area
flops,70,0.998
buf+inv,1,0.00214
==> metrics by stage <==
stage | TNS [ns] | power [mW] | instance area, µm² | setup slack [ns]
floorplan | -29.24 | 3.09 | 1760 | -0.381
global placement | -70.14 | 3.69 | 3300 | -0.551
Power figures rest on the tool's default switching activity, not on a simulated workload.
